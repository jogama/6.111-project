==> flow/design.v <==
module forward_controller #(parameter SENSOR_COUNT='d2,
			    parameter WIDTH_SPEED=6, 
			    parameter WIDTH_CMD=8)
   (input reset, clk, enable,
    input [WIDTH_SPEED-1:0]   speed,  
    input [SENSOR_COUNT-1:0] sensor_array,
    output reg signed [WIDTH_CMD-1:0]  wheel_left, wheel_right);
   parameter SENSOR_MIDDLE = (SENSOR_COUNT >> 1) + SENSOR_COUNT[0];
   reg [SENSOR_MIDDLE:0]     index = 0;  
   reg [7:0] 		     accumulator_wl;
   reg [7:0] 		     accumulator_wr;   
   always @ (posedge clk) begin
      if(reset || !enable) begin
	 index       <= 0;
	 wheel_left  <= 0;
	 wheel_right <= 0;
	 accumulator_wl <= 0;
	 accumulator_wr <= 0;
      end
      else if (enable) begin
	 if(index < SENSOR_MIDDLE) begin
	    accumulator_wr <= accumulator_wr 
			      + sensor_array[index] * (index + 1);
	    accumulator_wl <= accumulator_wl
			      + sensor_array[SENSOR_COUNT-index] * (index + 1);
	    index <= index + 1;
	 end
	 else if(index == SENSOR_MIDDLE) begin
	    accumulator_wr <= accumulator_wr - sensor_array[SENSOR_MIDDLE];
	    accumulator_wl <= accumulator_wl - sensor_array[SENSOR_MIDDLE];
	    wheel_left  <= speed * accumulator_wl;
	    wheel_right <= speed * accumulator_wr;
	    index <= 0;
	 end
      end  
   end  
endmodule  
module bangbang_controller #(parameter WIDTH_SPEED=6,
			     parameter WIDTH_CMD=8)
   (input reset, clk, enable, sensor_right, sensor_left,
    input [WIDTH_SPEED-1:0] speed, 
    output signed [WIDTH_CMD-1:0] wheel_left, wheel_right);
   parameter LEFT = 'b10;
   parameter RIGHT = 'b01;
   parameter BOTH = 'b11;
   reg [1:0] state;
   reg [1:0] next_state;
   reg signed [2:0] ctrl_l;
   reg signed [2:0] ctrl_r;   
   wire signed [6:0] speed_signed = {1'b0, speed};
   assign wheel_left  = enable ? ctrl_l * speed_signed : 0;
   assign wheel_right = enable ? ctrl_r * speed_signed : 0;
   always @ (posedge clk) begin
      if(reset) begin
	 state  <= 0;
	 ctrl_l <= 0;
	 ctrl_r <= 0;
	 next_state <= 0;
      end
      else begin
	 next_state <= {~sensor_left, ~sensor_right};  
	 if(state != next_state) begin
	    if(next_state == BOTH) begin
	       if(state == LEFT) begin
		  ctrl_r <= -1;
		  ctrl_l <=  1;
	       end else if(state == RIGHT) begin
		  ctrl_r <=  1;
		  ctrl_l <= -1;
	       end else if(state == 0) begin
		  ctrl_r <=  1;
		  ctrl_l <= -1;
	       end
	    end  
	    else if(next_state == 0) begin
	       ctrl_r <= 1;
	       ctrl_l <= 1;
	    end else if(next_state == RIGHT) begin
	       ctrl_r <= 1;
	       ctrl_l <= 0;
	    end else if(next_state == LEFT) begin
	       ctrl_r <= 0;
	       ctrl_l <= 1;
	    end
	    state <= next_state;
	 end  
      end  
   end  
endmodule  
==> flow/run.sh <==
#!/bin/bash
# OpenROAD 26Q1-2900-gdf79404cd8, Yosys 0.63+post, stock flow scripts
make -C /OpenROAD-flow-scripts/flow DESIGN_CONFIG=/design/flow/config.mk WORK_HOME=/design/flow/orfs finish
==> flow/config.mk <==
export PLATFORM = sky130hd
export DESIGN_NAME = forward_controller
export DESIGN_NICKNAME = forward_controller
export VERILOG_FILES = /design/flow/design.v
export SDC_FILE = /design/flow/constraint.sdc
export NUM_CORES = 4
export LEC_CHECK = 1
export CORE_UTILIZATION = 30
==> flow/constraint.sdc <==
current_design forward_controller

set clk_period 3.7
set clk_io_pct 0.2

create_clock -name clk0 -period $clk_period [get_ports {clk}]

set non_clock_inputs [all_inputs -no_clocks]
set_input_delay [expr $clk_period * $clk_io_pct] -clock clk0 $non_clock_inputs
set_output_delay [expr $clk_period * $clk_io_pct] -clock clk0 [all_outputs]
==> results.txt <==
Hold Path Class = reg2reg
Dominant comb cell = adder cells
Detailed placement HPWL = 5860 um
Non-Filler Instances = 620
Crit. End Element = flip-flop
R2R cell count = 13
Tmin final = 3.515 ns
Area share of the largest cell type after synthesis = 19.68%
Placed cells = 605
Placement Setup Slack = -0.4999 ns
Slew Viols, Final = 0
I/O Buffers = 26
FMAX = 284.5 MHz
MUX area fraction = 1.483%
#FFs+latches synth = 34
Pre-antenna DRT Iters = 4
Row count = 38
1st-iter DRT viols = 87
Layout cells sized above 1 = 14.58%
Cell count in the Yosys report = 422
Core area = 11,030 um^2
Initial antenna violation count = 0
Pwr Density = 284.7 nW/um^2
Headroom to the max-slew limit = 50.78%
CTS tree = done
VDD IR-drop max = 0.1573 mV
Vias per cell = 4.727
Hold Vio Cnt, Final = 0
Floorplan-stage core utilization = 31.35%
Synth area leader = dfxtp_1
Total global routing overflow = 0
Status = finished clean
# IOs = 27
Seq/Total Area, Yosys = 19.68%
Mapped Area = 3458 um^2
Log Warnings = 27
Gpl congestion = 0.8222
Max clock buf depth = 2
Crit path DAT = 3.72 ns
Unique cell types = 38
Fraction of the mapped netlist area in adder cells = 30.32%
Clk ins delay skew pair = 0.28 ns
Hold path depth = 2
CTS sink count = 34
N_diodes = 0
Avg Cell Area, Syn = 8.195 um^2
Max Cap Violations = 0
RSZ-0062 raised after global routing = no
Fin worst setup slack = 0.1849 ns
Post-layout period usage = 95.00%
P_leak = 1.816 nW
Top cells by area = dfxtp_1, fa_1, ha_1
Post-route ant nets = 0
First-pass GRT wire length = 13,380 um
Post-route DRC violation count = 0
Xor/xnor share = 6.621%
Clk root buf = clkbuf_16
Crit start category = input port
Worst-margin pin slew = 0.7384 ns
Yosys Chip Area = 3458 um^2
Gr usage total = 14.71%
Crit Path Category = in2reg
H-tree depth = 2
Post-Synth AOI/OAI Area = 12.16%
TritonCTS Buffers = 5
And+or+nand+nor area frac = 22.90%
Final wirelength = 7734 um
Post-DR wirelength/cell = 12.47 um
Synth Warn # = 1
Via count = 2,931
Critical Path Fanout Max = 6
Fillers = 1,061
Post-synthesis instance total = 422
Die width = 109.4 um
Largest net degree at the start of global routing = 22
Area grow syn2layout = 27.50%
Clock slew seen by the registers of the worst setup and hold paths = 0.05 ns
Crit path DRT = 3.91 ns
Final setup vio count = 0
Layout Skew = 0.006477 ns
Power Total = 1.255 mW
Total die size = 11,960 um^2
Die Span Y = 109.4 um
Vias in the first global route = 2,847
==> report_power, final <==
part / leakage [nW] / switching [mW] / total (mW) / internal, mW
Sequential: 0.276 / 0.0235 / 0.404 / 0.381
Clock: 0.0739 / 0.155 / 0.422 / 0.267
Combinational: 1.47 / 0.216 / 0.429 / 0.214
Total: 1.82 / 0.394 / 1.26 / 0.861
==> synth_stat cells, drive strengths merged <==
master  count
mux2i       4
and2b       1
nor2        8
nor3        7
and2       26
nand2b      6
dfxtp      34
inv        44
o211ai      6
conb        1
xnor3       2
clkbuf      9
or3         1
xor2        2
a311o       1
o31ai       4
nor2b       8
xnor2      19
a32oi       2
mux2        1
ha         39
a21oi      26
fa         28
a21o        4
buf         7
and3        4
a31oi       4
nand4b      2
nand2      87
o21a        7
nor4b       2
nand3       9
a211oi      6
nand4       1
nor4        3
o21ai       7
==> repair_timing <==
item	4_1_cts	5_1_grt
setup buffers	7	0
hold buffers	0	0
resized	32	0
endpoints found under the setup margin	4	0
==> metal layers <==
metal | wire [um] | up-vias | GRT usage (%)
li1 | - | 1508 | -
met1 | 3623 | 1367 | 20.62
met2 | 3663 | 45 | 24.66
met3 | 278 | 11 | 2.538
met4 | 169 | 0 | 2.571
met5 | 0 | - | 0
==> cell usage in the layout (no fill, tap or decap), drive strengths merged <==
cell,synthesis,routed
or3,1,1
inv,44,44
a21oi,26,26
a311o,1,1
o31ai,4,4
nor2,8,8
xnor3,2,2
fa,28,28
nor3,7,7
xor2,2,2
nand2,87,87
nor4,3,3
clkdlybuf4s50,0,20
dlygate4sd2,0,6
o21a,7,7
a211oi,6,6
a31oi,4,4
nand2b,6,6
nand4,1,1
nor4b,2,2
mux2,1,1
nand3,9,9
xnor2,19,19
and2b,1,1
dfxtp,34,34
and2,26,26
ha,39,39
a21o,4,4
o21ai,7,7
clkinv,0,1
buf,7,40
nor2b,8,8
nand4b,2,2
conb,1,1
o211ai,6,6
a32oi,2,2
clkbuf,9,7
and3,4,4
mux2i,4,4
==> flip-flops by register name, indices dropped and copies added, names as in the netlist <==
name,cells
accumulator_wl,8
accumulator_wr,8
index,2
wheel_left,8
wheel_right,8
==> per-stage QoR <==
stage	instance area [um^2]	hold slack [ns]	util (%)	setup TNS (ns)
global placement	4101	0.4472	37.18	-2.069
finish	4409	0.4539	39.97	0
detailed placement	4101	0.4498	37.18	-2.186
global route	4409	0.4685	39.97	0
CTS	4409	0.4576	39.97	0
floorplan	3481	0.4174	-	0
==> critical path: stages <==
cell and delay, ns:
dlygate4sd2_1 0.24, buf_6 0.13, and2_4 0.15, fa_1 0.52
inv_1 0.05, fa_1 0.46, fa_1 0.51, inv_2 0.05
ha_4 0.23, a21o_1 0.16, a21oi_2 0.14, xnor3_1 0.22
a21oi_1 0.13
==> cells by family (layout without fill, tap and decap cells) <==
logic type	count (synthesis)	count (layout)
simple gates	165	165
fa+ha+maj	67	67
compound gates	67	67
buf+inv	60	118
flops	34	34
xor+xnor	23	23
mux	5	5
other cells	1	1
==> worst paths after layout <==
kind | startpoint | end | slack, ns
max | speed[2] | wheel_left[7] | 0.18
min | wheel_left[6] | wheel_left[6] | 0.45
max reg2reg | index[0] | accumulator_wl[4] | 0.50
min reg2reg | wheel_left[6] | wheel_left[6] | 0.45
==> area by class of cell <==
class | count | area [um^2] | area share, %
Multi-Input combinational cell | 328 | 2656 | 60.24
Sequential cell | 34 | 680.7 | 15.44
Timing Repair Buffer | 66 | 584.3 | 13.25
Tap cell | 140 | 175.2 | 3.973
Inverter | 44 | 165.2 | 3.746
Clock buffer | 7 | 142.6 | 3.235
Clock inverter | 1 | 5.005 | 0.1135
Power figures rest on the tool's default switching activity, not on a simulated workload.
