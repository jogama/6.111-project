File: design/flow/config.mk
export PLATFORM = sky130hd
export DESIGN_NAME = wall_follow
export DESIGN_NICKNAME = wall_follow
export VERILOG_FILES = /design/flow/design.v
export SDC_FILE = /design/flow/constraint.sdc
export NUM_CORES = 4
export LEC_CHECK = 1
export CORE_AREA = 10 10 70 70
export DIE_AREA = 0 0 80 80
File: design/flow/constraint.sdc
current_design wall_follow

set clk_period 1.0
set clk_io_pct 0.2

create_clock -name clk0 -period $clk_period [get_ports {clk}]

set non_clock_inputs [all_inputs -no_clocks]
set_input_delay [expr $clk_period * $clk_io_pct] -clock clk0 $non_clock_inputs
set_output_delay [expr $clk_period * $clk_io_pct] -clock clk0 [all_outputs]
File: design/flow/design.v
module wall_follow #(parameter TURN_DIFF=16, 
		     WALL_ON_RIGHT=1,
		     parameter WIDTH_SPEED=4,
		     parameter WIDTH_CMD=4)
   (input reset, clk, enable, sensor_left, sensor_right, sensor_wall,
    input [WIDTH_SPEED-1:0] 	speed, 
    output signed [WIDTH_CMD-1:0] wheel_left, wheel_right);
   assign wheel_left  = enable ? wl : 0;
   assign wheel_right = enable ? wr : 0;
   reg signed [7:0] wl, wr;
   always @ (posedge clk) begin
      if(~reset) begin
	 if(sensor_wall) begin
	    wr <= WALL_ON_RIGHT ? speed - TURN_DIFF : speed + TURN_DIFF;
	    wl <= WALL_ON_RIGHT ? speed + TURN_DIFF : speed - TURN_DIFF;
	 end else if(~sensor_wall) begin
	    wr <= WALL_ON_RIGHT ? speed + TURN_DIFF : speed - TURN_DIFF;
	    wl <= WALL_ON_RIGHT ? speed - TURN_DIFF : speed + TURN_DIFF;
	 end
      end if(reset) begin
	 wr <= 0;
	 wl <= 0;
      end
   end
endmodule  
File: design/flow/run.sh
#!/bin/bash
# OpenROAD 26Q1-2900-gdf79404cd8, Yosys 0.63+post, stock flow scripts
make -C /OpenROAD-flow-scripts/flow DESIGN_CONFIG=/design/flow/config.mk WORK_HOME=/design/flow/orfs finish
==> results_slide.txt <==
Key Metrics from the Run

Critical path
  – CP Data Arrival Time: 0.79 ns
  – CP top delay family: flip-flops
  – Crit path max-delay cell type: dfxtp_2
  – Number of cells on the critical path: 2
  – CP Capture Type: output port
  – Kind of critical path: reg2out
  – Launching element type of the critical path: flop
  – Crit path cell chain: and2_4 -> buf_6
  – Buf/Inv on CP: 1
  – Max Fanout on Critical Path: 2
  – Crit-path max cell delay: roughly 0.31 ns
  – Req. time, crit path: 0.80 ns

Route
  – Antenna-violating nets left: 0
  – Final WL: 526 µm
  – Vias per cell: 1.947
  – DRC errors left: 0
  – DR vias: 146
  – DRT Pass-1 Iters: 1
  – Ant diodes: 0
  – Drt first-iter violations: 0
  – WL/cell: 7.013 µm

Final timing
  – Worst Max-Slew Pin Slew: around 0.13 ns
  – Maximum clock rate: 1013 MHz
  – Rel. slew slack: 0.9139
  – Final min period: 0.9875 ns
  – Final Hold Viols: 0
  – Final WS setup: between 0.01 and 0.015 ns
  – Setup_tns: 0 ns
  – Final setup fails: 0
  – Tcrit/Tclk final: 0.9875
  – Max-slew violation count: 0
  – RSZ-0062 raised after global routing: yes

Placed design
  – Routability Congestion: 0.7366
  – Port Buffers: 14
  – Pre-CTS setup slack: -0.5246 ns
  – Area post-placement: ~330 µm²

Pwr
  – LEAKAGE: between 0.1 and 0.15 nW
  – PwrDens: 1212 nW/µm²
  – Total Power: 422.9 µW
  – Worst vdd ir: 223.7 µV

Yosys
  – Biggest area cells: dfxtp_1 50%, buf_4 19%, and2_1 16%
  – Summed standard-cell area reported by yosys: between 150 and 200 µm²
  – Max-area cell share: 0.5000
  – Avg Inst Size Synth: 10.01 µm²
  – Number of cells in Yosys stat: 16
  – Yosys warns: 1
  – Post-synth regs: 4
  – Area leader, netlist: dfxtp_1
  – Synth Seq Share: 0.5000
  – Cell area after synthesis: around 160 µm²
  – Cell Type Count: 4
  – Cell count after synthesis: 16

Cells and area
  – Layout cells sized above 1: 0.6552
  – Biggest register: wr
  – Number of flip-flops in the largest register: 4
  – Layout area overhead: 118.0%
  – Final instance area: between 300 and 400 µm²
  – Most numerous logic cell after layout: clkdlybuf4s50_1
  – Comb area: 60.06 µm²
  – Fillers: 397
  – Top flop regs: wr (4)
  – Register Area: 85.08 µm²
  – Post-layout util: 0.1022

Floorplan
  – Chip area: 6400 µm²
  – IO Pins: 18
  – CORE AREA: 3416 µm²
  – Die height: roughly 80 µm
  – Core utilization at floorplan: 0.04689
  – DIE WIDTH: 80 µm
  – Row count: 21

CTS
  – Num CTS Buffers: 3
  – Clock transition at path regs: approximately 0.03 ns
  – Setup Buffers After CTS: 0
  – Clk sinks: 4
  – Clock buffer depth: 2
  – Htree depth: 1
  – Root buffer cell: clkbuf_4
  – CTS tree: done
  – Hold_buf cts: 0

Hold path
  – Min-delay worst type: in2reg
  – Min-Delay Path Depth: 2

GRT
  – First-pass GRT wire length: 814 µm
  – Total gr overflow: 0
  – Largest net degree at the start of global routing: 5
  – Total global routing track utilization: 0.01761
  – Initial antenna violation count: 0
  – Vias in the first global route: 169

Status
  – Status: completed

Flow run
  – Max-Cap Viols: 0
  – Tool warnings: 30
## what timing repair did
action	CTS	global route
resized	33	4
hold endpoints to repair	0	0
setup endpoints to repair	8	8
## report_power, final
part           internal (mW)  leakage (nW)  switching (mW)
sequential             0.171        0.0344         0.00356
clock                  0.134        0.0138          0.0564
combinational         0.0454        0.0967          0.0132
total                  0.350         0.145          0.0731
## through the flow
| step | cells | hold WS [ns] |
|---|---|---|
| 5_1_grt | 75 | 0.5238 |
| 2_1_floorplan | 16 | 0.2716 |
| 3_3_place_gp | 72 | 0.7721 |
| 4_1_cts | 75 | 0.5182 |
| 6_report | 75 | 0.5261 |
| 3_5_place_dp | 72 | 0.7682 |
## cell type report
class,count,area share
repair buffers,14,0.3548
flip-flops and latches,4,0.2437
multi-input cells,8,0.1720
well taps,46,0.1649
clock buffers,3,0.06452
## cells in the mapped netlist, drive strengths merged
library cell	number
and2	4
buf	4
dfxtp	4
nor2b	4
## cells by family after synthesis
family	Yosys count	share of synthesized area
buffers and inverters	4	0.1875
and+or+nand+nor	8	0.3125
DFF	4	0.5000
## per-layer routing
layer / part of all wire / GRT usage / vias up
met5: 0 / 0 / -
met4: 0 / 0.001761 / 0
met3: 0.40 / 0.03409 / 0
met2: 0.15 / 0.01284 / 17
met1: 0.44 / 0.01932 / 58
li1: - / - / 71
## path summary, 6_finish.rpt
check	from	to	slack [ns]
worst max-delay path	wr[3]$_SDFF_PP0_	wheel_right[3]	0.01
worst min-delay path	speed[3]	wr[3]$_SDFF_PP0_	0.53
Power is estimated from default activity; no workload was simulated.
